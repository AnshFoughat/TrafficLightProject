### ./config.mk
export PLATFORM = sky130hd
export DESIGN_NAME = first1
export DESIGN_NICKNAME = first1
export VERILOG_FILES = /design/flow/design.v
export SDC_FILE = /design/flow/constraint.sdc
export NUM_CORES = 4
export LEC_CHECK = 1
export CORE_UTILIZATION = 30
### ./constraint.sdc
current_design first1

set clk_period 4.6
set clk_io_pct 0.2

create_clock -name clk0 -period $clk_period [get_ports {clock}]

set non_clock_inputs [all_inputs -no_clocks]
set_input_delay [expr $clk_period * $clk_io_pct] -clock clk0 $non_clock_inputs
set_output_delay [expr $clk_period * $clk_io_pct] -clock clk0 [all_outputs]
### ./design.v
module first1(
    output reg [1:0] hwy, country,
    input X, B, clock, clear,is_true,
    input [4:0] hours,
    input [5:0] minutes,
    input [7:0] char,
    input wire is_true1
);
reg [2:0] state;
reg [2:0] next_state;
initial begin
    state = 3'b000;
    next_state = 3'b000;
    hwy = 2'b11;
    country = 2'b00;
end
always @(posedge clock or posedge clear) begin
    if (clear)
        state <= 3'b000;
    else
        state <= next_state;
end
always @(*) begin
    case(state)
        3'b000: begin
            hwy = 2'b11;
            country = 2'b00;
        end
        3'b001: begin
            hwy = 2'b11;
            country = 2'b00;
        end
        3'b010: begin
            hwy = 2'b01;
            country = 2'b00;
         end
        3'b011: begin
            hwy = 2'b00;
            country = 2'b11;
        end
        3'b100: begin
            hwy = 2'b00;
            country = 2'b01;
        end
        default: begin
            hwy = 2'b00;
            country = 2'b00;
        end
    endcase
end
reg [28:0] counter;
reg delay_complete;
reg [28:0] next_counter;
always @(posedge clock or posedge clear) begin
    if (clear) begin
        counter <= 29'd0;
        delay_complete <= 1'b0;
    end else if (next_counter != 29'd0) begin
        counter <= next_counter;
        delay_complete <= 1'b0;
    end else if (counter != 0) begin
        counter <= counter - 1;
        delay_complete <= (counter == 1);
    end else begin
        delay_complete <= 1'b1;
    end
end
always @(posedge clock) begin
    next_state = state;
    next_counter = 29'd0;
    if ((X && is_true1) || (X && is_true) ) begin
        case (state)
            3'b000: if (X && counter == 0) begin
                    next_counter = 50000000;
                    if (is_true1)
                        next_state = 3'b010;
                    else if (delay_complete)
                        next_state = 3'b001;
                    else
                        next_state = 3'b000;
                 end
            3'b001: if (counter == 0) begin
                    next_counter = 150000000;
                    if (delay_complete)
                        next_state = 3'b010;
                 end
            3'b010: if (counter == 0) begin
                    next_counter = 250000000;
                    if (delay_complete)
                        next_state = 3'b011;
                 end
            3'b011: if (counter == 0) begin
                    next_counter = 350000000;
                    if (delay_complete)
                        next_state = 3'b100;
                 end
            3'b100: if (counter == 0) begin
                    next_counter = 250000000;
                    if (delay_complete)
                        next_state = 3'b000;
                 end
            default: next_state = 3'b000;
        endcase
    end else begin
        next_state = state;
        case (state)
            3'b000: if (is_true1)
                    next_state = 3'b010;
                 else
                    next_state = 3'b000;
            3'b010: if (counter == 0) begin
                    next_counter = 250000000;
                    if (delay_complete)
                        next_state = 3'b100;
                 end
            3'b100: if (counter == 0) begin
                    next_counter = 250000000;
                    if (delay_complete)
                        next_state = 3'b000;
                 end
            default: next_state = 3'b000;
        endcase
    end
end
endmodule   
### ./run.sh
#!/bin/bash
# OpenROAD 26Q1-2900-gdf79404cd8, Yosys 0.63+post, stock flow scripts
make -C /OpenROAD-flow-scripts/flow DESIGN_CONFIG=/design/flow/config.mk WORK_HOME=/design/flow/orfs finish
==> flow_summary.ini <==
; synthesis and place-and-route metrics
[outcome]
status = completed

[setup_path]
cpLargestDelayFamily = flip-flops
slowest_delay_ns = 0.60
slowest_stage = dfrtp_1
end_kind = primary output
start_kind = flop
cp_cell_sequence = nand2_1, o22ai_1, clkdlybuf4s50_1
worstSetupPathType = flop to primary output
critPathBufInv = 1
cp.arrival_ns = 1.76
critPathMaxFanout = 14
crit_required_ns = 3.68

[cells_and_area]
seq_area_sq_mm = 0.00109
layout.area.comb_sq_mm = 0.00122
areaGrowthSynthToFinish_pct = 11.6
postLayoutCoreUtil = 0.344
layout.cells.non_filler = 369
final_cell_area_sq_mm = 0.00264
drive_gt1_frac = 0.0824
fillers = 808

[floorplanning]
initCoreUtil = 0.308
num_rows = 32
die_area_sq_mm = 0.00826
die_x_microns = 90.9
io_pins = 29
core_sq_mm = 0.00769
die_y_microns = 90.9

[synthesis]
netlist_area_sq_mm = 0.00237
syn_avg_cell_area_sq_um = 9.19
edf_count = 0
synth-async-reset-ratio = 0.717
yosys_area_sq_mm = 0.00237
ys_cells = 258
yosysSeqAreaShare = 0.458
ff_type = dfrtp_1
ys.flops = 46
synth_top_cell_by_area = dfrtp_1
synthDistinctLibCells = 50
top_cell_area_share = 0.348
synthCells = 258
ys_warn_count = 1
top_cells_by_area = dfrtp_1, dfxtp_1, nor2_1

[placed_design]
dp_cells = 361
place_congestion = 0.851
place_area_sq_mm = 0.00255
hpwl_microns = 3530
io_buffer_count = 8
pre_cts_ws_ns = 1.98

[sta]
final-max-slew-violation-count = 0
fin_hold_ws_ns = 0.331
relSlewSlack = 0.596
finalSetupViolCount = 0
tightest_slew_ns = 0.600
setup_ws_ns = 1.92
fmax_ghz = 0.374
finalCritPeriodShare = 0.582
tns_ns = 0
min_period_ns = 2.68
clock_skew_ns = 0.00359
finalHoldViolCount = 0
rsz0062_at_grt = false

[cts]
clk_pin_slew_ns = 0.08
htreeDepth = 2
cts_resized = 0
cts_root_buf = clkbuf_8
clk_path_buf_depth = 2
numCtsBuffers = 5
clock_latency_ns = 0.30
postCtsSetupRepairBufs = 0
cts_hold_buf = 0
clkSinkCount = 46
cts_tree = built

[route]
antennaDiodeCount = 0
totalWireLength_microns = 5020
drt_pass1_iterations = 4
wl_per_cell_microns = 13.6
viasPerCell = 5.13
drc = 0
vias = 1892
drt_iter0_markers = 101
ant_nets = 0

[pwr]
pwr-share-clk = 0.246
switching_share = 0.331
ir_drop_mv = 0.147
powerDensity_mw_per_mm2 = 378
total_power_uw = 999
power_frac_seq = 0.529
p_leak_nw = 0.985
p_comb_frac = 0.225
p_int_uw = 668
switchingPower_uw = 331

[grt]
grt_pass1_wl_microns = 8660
antenna_found_initial = 0
grt_max_degree = 34
grt_overflow = 0
grt_pass1_vias = 1796
grtUsageTotal = 0.131

[job]
max-cap-violations = 0
warnings = 47

[min_path]
min_path_type = flop to flop
==> state kept, by name (all words and copies together), names as in the netlist <==
name,cells
state,3
next_state,3
next_counter,10
counter,29
delay_complete,1
==> per-layer routing <==
layer | vias to the layer above | track usage | share of wire
met5 | - | 0 | 0
met4 | 0 | 0.0172 | 0.0096
met3 | 5 | 0.0189 | 0.039
met2 | 33 | 0.197 | 0.44
met1 | 899 | 0.210 | 0.51
li1 | 955 | - | -
==> Yosys cell counts (2+ instances only) <==
cell / count
or3_1: 8
dfrtp_1: 33
nand3_1: 2
or2_2: 4
and4_1: 2
o41ai_1: 2
ha_1: 3
dfxtp_1: 13
nand2_1: 14
xnor2_1: 16
mux2_2: 3
nand4b_1: 2
or4_1: 8
nand4_1: 4
nor3_1: 7
nand2b_1: 3
o21ai_0: 9
nor2_1: 38
clkbuf_1: 7
inv_1: 8
nor4_1: 12
o211ai_1: 2
o31ai_1: 5
o21bai_1: 6
xor2_1: 4
o21ai_1: 2
a21oi_1: 18
==> final cells by class <==
type / instances / share of cell area
flip-flops and latches: 46 / 0.411
well taps: 102 / 0.0483
repair buffers: 9 / 0.0331
clock buffers: 5 / 0.0260
clock inverters: 3 / 0.00805
multi-input cells: 196 / 0.462
inverters: 8 / 0.0114
==> cells by family after synthesis <==
group | Yosys count | synth area share
adder cells (fa/ha/maj) | 3 | 0.0158
XOR/XNOR | 20 | 0.0739
flip-flops | 46 | 0.458
AND/OR/NAND/NOR | 114 | 0.259
AND-OR/OR-AND | 55 | 0.148
buffers and inverters | 16 | 0.0259
multiplexers | 4 | 0.0185
==> cell usage in the layout (no fill, tap or decap), types with 2 or more instances in the layout <==
cell type,n
nor2_1,38
dfrtp_1,33
a21oi_1,18
xnor2_1,16
nand2_1,14
dfxtp_1,13
nor4_1,12
o21ai_0,9
or4_1,8
or3_1,8
inv_1,8
clkdlybuf4s50_1,8
nor3_1,7
o21bai_1,6
o31ai_1,5
clkbuf_8,5
or2_2,4
nand4_1,4
xor2_1,4
nand2b_1,3
mux2_2,3
ha_1,3
and4_1,2
nand3_1,2
o211ai_1,2
nand4b_1,2
o21ai_1,2
o41ai_1,2
==> final timing paths <==
| kind | slack [ns] | from | to | cells after the start |
|---|---|---|---|---|
| setup / recovery | 1.92 | state[0] | country[0] | 3 |
| hold / removal | 0.33 | next_state[0] | state[0] | 0 |
| setup reg to reg | 1.95 | counter[3] | counter[24] | 5 |
| hold reg to reg | 0.33 | next_state[0] | state[0] | 0 |
| max in group asynchronous | 3.28 | clear | counter[17] | 3 |
| min in group asynchronous | 1.00 | clear | state[2] | 3 |
==> worst register-to-register path, stage by stage (launching register included) <==
cell,delay [ns]
dfrtp_1,0.43
nor4_1,0.57
nand3_1,0.49
or4_1,0.62
or4_1,0.40
nand2_1,0.08
==> power groups by stage <==
| stage | sequential, mW | combinational (mW) | clock, mW |
|---|---|---|---|
| final | 0.529 | 0.224 | 0.246 |
| after global routing | 0.541 | 0.258 | 0.272 |
| after CTS | 0.528 | 0.227 | 0.253 |
No activity file was given, so power comes from the tool's default toggle rates.
